`/design/flow/run.sh`:
```
#!/bin/bash
# OpenROAD 26Q1-2900-gdf79404cd8, Yosys 0.63+post, stock flow scripts
make -C /OpenROAD-flow-scripts/flow DESIGN_CONFIG=/design/flow/config.mk WORK_HOME=/design/flow/orfs finish
```
`/design/flow/config.mk`:
```
export PLATFORM = sky130hd
export DESIGN_NAME = p_switch
export DESIGN_NICKNAME = p_switch
export VERILOG_FILES = /design/flow/design.v
export SDC_FILE = /design/flow/constraint.sdc
export NUM_CORES = 4
export LEC_CHECK = 1
export CORE_UTILIZATION = 40
```
`/design/flow/constraint.sdc`:
```
current_design p_switch

set clk_period 8.6
set clk_io_pct 0.2

create_clock -name clk0 -period $clk_period [get_ports {clk}]

set non_clock_inputs [all_inputs -no_clocks]
set_input_delay [expr $clk_period * $clk_io_pct] -clock clk0 $non_clock_inputs
set_output_delay [expr $clk_period * $clk_io_pct] -clock clk0 [all_outputs]
```
`/design/flow/design.v`:
```
`timescale 1ns / 1ps
`default_nettype none
module p_switch #(
  parameter int XLEN         = 32,  
  parameter int SOURCE_COUNT = 1,   
  parameter int TARGET_COUNT = 1    
) (
    input  wire                                clk,
    input  wire                                reset,
    input  wire [SOURCE_COUNT-1:0]          src_valid,    
    input  wire [SOURCE_COUNT-1:0]          src_rw,       
    input  wire [SOURCE_COUNT*XLEN-1:0]     src_addr,     
    input  wire [SOURCE_COUNT*XLEN-1:0]     src_wdata,    
    input  wire [SOURCE_COUNT*(XLEN/8)-1:0] src_wstrb,    
    input  wire [SOURCE_COUNT*3-1:0]        src_size,     
    output wire [SOURCE_COUNT-1:0]          src_ready,    
    output wire [SOURCE_COUNT*XLEN-1:0]     src_rdata,    
    output wire [SOURCE_COUNT-1:0]          src_denied,   
    output wire [SOURCE_COUNT-1:0]          src_corrupt,  
    input  wire [TARGET_COUNT-1:0]          tgt_ready,    
    input  wire [TARGET_COUNT*XLEN-1:0]     tgt_rdata,    
    input  wire [TARGET_COUNT-1:0]          tgt_denied,   
    input  wire [TARGET_COUNT-1:0]          tgt_corrupt,  
    output wire [TARGET_COUNT-1:0]          tgt_valid,    
    output wire [TARGET_COUNT-1:0]          tgt_rw,       
    output wire [TARGET_COUNT*XLEN-1:0]     tgt_addr,     
    output wire [TARGET_COUNT*XLEN-1:0]     tgt_wdata,    
    output wire [TARGET_COUNT*(XLEN/8)-1:0] tgt_wstrb,    
    output wire [TARGET_COUNT*3-1:0]        tgt_size      
);
localparam int SOURCE_COUNT_CLOG2 = (SOURCE_COUNT > 1) ? $clog2(SOURCE_COUNT) : 1;
localparam int TARGET_COUNT_CLOG2 = (TARGET_COUNT > 1) ? $clog2(TARGET_COUNT) : 1;
initial begin
    begin end;
    begin end;
    begin end;
end
wire              src_a_valid   [SOURCE_COUNT-1:0];
wire              src_a_rw      [SOURCE_COUNT-1:0];
wire [XLEN-1:0]   src_a_addr    [SOURCE_COUNT-1:0];
wire [XLEN-1:0]   src_a_wdata   [SOURCE_COUNT-1:0];
wire [XLEN/8-1:0] src_a_wstrb   [SOURCE_COUNT-1:0];
wire [2:0]        src_a_size    [SOURCE_COUNT-1:0];
reg               src_a_ready   [SOURCE_COUNT-1:0];
reg  [XLEN-1:0]   src_a_rdata   [SOURCE_COUNT-1:0];
reg               src_a_denied  [SOURCE_COUNT-1:0];
reg               src_a_corrupt [SOURCE_COUNT-1:0];
wire              tgt_a_ready   [TARGET_COUNT-1:0];
wire [XLEN-1:0]   tgt_a_rdata   [TARGET_COUNT-1:0];
wire              tgt_a_denied  [TARGET_COUNT-1:0];
wire              tgt_a_corrupt [TARGET_COUNT-1:0];
reg               tgt_a_valid   [TARGET_COUNT-1:0];
reg               tgt_a_rw      [TARGET_COUNT-1:0];
reg  [XLEN-1:0]   tgt_a_addr    [TARGET_COUNT-1:0];
reg  [XLEN-1:0]   tgt_a_wdata   [TARGET_COUNT-1:0];
reg  [XLEN/8-1:0] tgt_a_wstrb   [TARGET_COUNT-1:0];
reg  [2:0]        tgt_a_size    [TARGET_COUNT-1:0];
genvar idx;
generate
    for (idx = 0; idx < SOURCE_COUNT; idx++) begin
        assign src_a_valid[idx]            = src_valid[idx];
        assign src_a_rw[idx]               = src_rw[idx];
        assign src_a_addr[idx]             = src_addr[idx * XLEN +: XLEN];
        assign src_a_wdata[idx]            = src_wdata[idx * XLEN +: XLEN];
        assign src_a_wstrb[idx]            = src_wstrb[idx * (XLEN/8) +: (XLEN/8)];
        assign src_a_size[idx]             = src_size[idx * 3 +: 3];
        assign src_ready[idx]              = src_a_ready[idx];
        assign src_rdata[idx*XLEN +: XLEN] = src_a_rdata[idx];
        assign src_denied[idx]             = src_a_denied[idx];
        assign src_corrupt[idx]            = src_a_corrupt[idx];
    end
    for (idx = 0; idx < TARGET_COUNT; idx++) begin
        assign tgt_a_ready[idx]                    = tgt_ready[idx];
        assign tgt_a_rdata[idx]                    = tgt_rdata[idx * XLEN +: XLEN];
        assign tgt_a_denied[idx]                   = tgt_denied[idx];
        assign tgt_a_corrupt[idx]                  = tgt_corrupt[idx];
        assign tgt_valid[idx]                      = tgt_a_valid[idx];
        assign tgt_rw[idx]                         = tgt_a_rw[idx];
        assign tgt_addr[idx*XLEN +: XLEN]          = tgt_a_addr[idx];
        assign tgt_wdata[idx*XLEN +: XLEN]         = tgt_a_wdata[idx];
        assign tgt_wstrb[idx*(XLEN/8) +: (XLEN/8)] = tgt_a_wstrb[idx];
        assign tgt_size[idx*3 +: 3]                = tgt_a_size[idx];
    end
endgenerate
logic [SOURCE_COUNT_CLOG2-1:0] src_a_counter;
logic [SOURCE_COUNT-1:0] src_a_assigned;
logic [TARGET_COUNT_CLOG2-1:0] src_a_target [SOURCE_COUNT];
integer i;
always_ff @(posedge clk or posedge reset) begin
    if (reset) begin
        for (int j = 0; j < SOURCE_COUNT; j++) begin
            src_a_ready[j]    <= 0;
            src_a_rdata[j]    <= 0;
            src_a_denied[j]   <= 0;
            src_a_corrupt[j]  <= 0;
            src_a_assigned[j] <= 0;
            src_a_target[j]   <= 0;
        end
        for (int k = 0; k < TARGET_COUNT; k++) begin
            tgt_a_valid[k]  <= 0;
            tgt_a_rw[k]     <= 0;
            tgt_a_addr[k]   <= '0;
            tgt_a_wdata[k]  <= '0;
            tgt_a_wstrb[k]  <= '0;
            tgt_a_size[k]   <= '0;
        end
        src_a_counter  <= 0;
    end else begin
        int source_id;
        int target_id;
        source_id = src_a_counter;
        if (src_a_valid[source_id] && !src_a_ready[source_id]) begin
            if (!src_a_assigned[source_id]) begin
                target_id = (TARGET_COUNT == 1) ? 0  : src_a_addr[source_id][XLEN-1:(XLEN - TARGET_COUNT_CLOG2)];
                if (!tgt_a_valid[target_id]) begin
                    tgt_a_valid[target_id]    <= 1;
                    tgt_a_rw[target_id]       <= src_a_rw[source_id];
                    tgt_a_addr[target_id]     <= src_a_addr[source_id] - (target_id << (XLEN - TARGET_COUNT_CLOG2));
                    tgt_a_wdata[target_id]    <= src_a_wdata[source_id];
                    tgt_a_wstrb[target_id]    <= src_a_wstrb[source_id];
                    tgt_a_size[target_id]     <= src_a_size[source_id];
                    src_a_target[source_id]   <= target_id;
                    src_a_assigned[source_id] <= 1;
                end
            end
            else begin
                if (tgt_a_valid[target_id] && tgt_a_ready[target_id]) begin
                    src_a_ready[source_id]    <= '1;
                    src_a_rdata[source_id]    <= tgt_a_rdata[target_id];
                    src_a_denied[source_id]   <= tgt_a_denied[target_id];
                    src_a_corrupt[source_id]  <= tgt_a_corrupt[target_id];
                    tgt_a_valid[target_id]    <= 0;
                    src_a_target[source_id]   <= 0;
                    src_a_assigned[source_id] <= 0;
                end
            end
        end
        else if (!src_a_valid[source_id] && src_a_ready[source_id]) begin
            src_a_ready[source_id]   <= '0;
            src_a_rdata[source_id]   <= 0;
            src_a_denied[source_id]  <= '0;
            src_a_corrupt[source_id] <= '0;
        end
        else if (!src_a_valid[source_id] && src_a_assigned[source_id]) begin
            target_id = src_a_target[source_id];
            tgt_a_valid[target_id]    <= 0;
            src_a_target[source_id]   <= 0;
            src_a_assigned[source_id] <= 0;
        end
        src_a_counter <= (src_a_counter == SOURCE_COUNT-1) ? 0 : src_a_counter + 1;
    end
end
endmodule
```
==> run summary <==
die area: 10800 um2
GRT Total Usage: 0.193
startpoint type of the worst setup path: input port
vias in the first global route: 3042
Post-CTS Hold Fix Bufs: 0
max incr delay on CP: 0.55 ns
Net Switching: 0.445 mW
CTS root buf: clkbuf_8
drt pass-1 iters: 3
routed vias: 2922
largest net degree at the start of global routing: 60
TritonCTS buffer count: 9
dpl ws: 4.77 ns
DP Wirelength: 6920 um
IO Count: 218
initial detailed-routing violation count: 104
Gate Count Post-Synth: 252
Async SR Flop Fraction: 1.00
Worst-path clk slew: 0.10 ns
mux contribution to synthesized area: 0.196
CP Class: in2reg
internal power: 1.39 mW
CTS tree: done
fp_density: 0.418
worst min path class: reg2reg
first-pass GRT wire length: 15900 um
Synth Warn #: 12
OpenROAD warning count: 27
Yosys Chip Area: 4140 um2
Slew @ Worst Pin: 0.736 ns
Bufs on Longest Clock Path: 2
# DRC: 0
pwr dens: 279 nW/um2
antenna-violating nets left: 0
# Cells Yosys: 252
Gate power share: 0.384
setup bufs post-CTS: 0
Slew HR: 0.509
Reg power frac: 0.439
Net Sw Frac: 0.242
final hold viol count: 0
maximum vdd ir drop: 0.120 mV
Post-Synth XOR/XNOR Area: 0
crit path DAT: 3.71 ns
final wirelength: 9720 um
routability cong.: 0.806
min Tclk post-route: 3.46 ns
core box area: 9910 um2
Clock Power Share: 0.178
RSZ-0062 raised after global routing: no
Slew Limit Fails: 0
area grow syn2layout: 59.1%
Distinct lib cells used: 22
Worst Slack Setup Final: 5.14 ns
CP Data Required Time: 8.84 ns
critical path peak fanout: 41
Post-synth EDFFs: 0
Post-CTS Resized: 0
crit-path cells: clkdlybuf4s50_1 -> ha_1 -> nor3b_4 -> buf_4 -> mux2_2
crit path buf inv count: 2
Crit-path slowest cell: clkdlybuf4s50_1
Inserted Diodes: 0
Max-Cap Viols: 0
Core Rows: 36
Simple Share, Synth: 0.0172
Synth flops: 109
syn_area_per_cell: 16.4 um2
die span in y: 104 um
Synth Flop Type: dfrtp_1
routed length per instance: 16.0 um
initial antenna violation count: 0
setup violators final: 0
status: complete, no violations
CTS H-tree depth: 3
Fmax achieved: 289 MHz
yosys adder share: 0.00605
worst clock skew: 0.0184 ns
Synth Cell Area: 4140 um2
Crit. End Element: flip-flop
crit-path leading delay family: buffers and inverters
total negative slack: 0 ns
largest family of logic cells by area: multiplexers
cycle use final: 0.403
yosys aoi share: 0.0826
layout cell share with drive strength beyond 1: 0.123
I/O Buffers: 217
clk sinks: 109
clock latency (worst-skew pair): 0.36 ns
gr ovfl total: 0
Die Wd: 104 um
number of vias per cell: 4.82
Synth Seq Share: 0.659
WHS: 0.491 ns
Static Leak: 2.77 nW
## power by group through the flow
stage	sequential, mW	clock (mW)	combinational (mW)
CTS	0.807	0.341	0.719
global route	0.835	0.359	0.764
finish	0.805	0.327	0.704
## cell families (layout without fill, tap and decap cells)
family | Yosys count | in the layout
adder cells (fa/ha/maj) | 2 | 2
flip-flops | 109 | 109
AND-OR/OR-AND | 40 | 40
multiplexers | 72 | 72
AND/OR/NAND/NOR | 10 | 10
buffers and inverters | 19 | 240
## path summary, 6_finish.rpt
path,depth (start not counted),to,slack [ns],startpoint
min in group asynchronous,2,tgt_a_addr[0][28]$_DFFE_PP0P_,1.83,reset
hold / removal,1,tgt_a_addr[0][31]$_DFFE_PP0P_,0.49,tgt_a_addr[0][31]$_DFFE_PP0P_
hold reg to reg,1,tgt_a_addr[0][31]$_DFFE_PP0P_,0.49,tgt_a_addr[0][31]$_DFFE_PP0P_
setup reg to reg,5,tgt_a_addr[0][23]$_DFFE_PP0P_,6.57,src_a_ready[0]$_DFFE_PP0P_
setup / recovery,5,tgt_a_addr[0][23]$_DFFE_PP0P_,5.14,src_valid[0]
max in group asynchronous,3,tgt_a_addr[0][12]$_DFFE_PP0P_,5.63,reset
## per-stage QoR
stage	std cells	area, um2	power [mW]	utilization
floorplan	252	4140	1.06	-
global placement	590	6360	1.52	0.642
detailed placement	590	6360	1.53	0.642
CTS	606	6580	1.87	0.664
global route	606	6580	1.96	0.664
finish	606	6580	1.84	0.664
## state kept, by name, indices dropped and copies added, names as in the netlist
name and count:
tgt_a_rw 1, src_a_ready 1, tgt_a_wdata 32, tgt_a_addr 32, tgt_a_valid 1, src_a_assigned 1, src_a_corrupt 1, tgt_a_size 3
tgt_a_wstrb 4, src_a_rdata 32, src_a_denied 1
## final cells by class
cell class / count / area [um2]
Timing Repair Buffer: 221 / 2200
Multi-Input combinational cell: 124 / 1250
Sequential cell: 109 / 2730
Clock buffer: 11 / 151
Inverter: 3 / 13.8
Fill cell: 736 / 3330
Clock inverter: 5 / 66.3
Tap cell: 133 / 166
## Yosys cell counts, types with 2 or more instances
master | count | share of area
a22o_1 | 35 | 0.074
buf_2 | 3 | 0.0036
buf_6 | 11 | 0.030
dfrtp_1 | 109 | 0.66
ha_1 | 2 | 0.0060
inv_1 | 3 | 0.0027
mux2_1 | 37 | 0.10
mux2_2 | 35 | 0.095
nand2b_1 | 2 | 0.0030
nand3_1 | 3 | 0.0036
## worst register-to-register path, cell delays in order (launching register included)
cell and delay (ns):
dfrtp_1 0.44, inv_1 0.08, ha_1 0.26, nor3b_4 0.23, buf_4 0.48, mux2_2 0.43
## cells in the final DEF, fill, tap and decap left out, types with 2 or more instances in the layout
cell type	netlist	routed
nand2b_1	2	2
clkbuf_8	0	11
dfrtp_1	109	109
ha_1	2	2
nand3_1	3	3
a22o_1	35	35
buf_4	1	4
mux2_2	35	35
mux2_1	37	37
clkdlybuf4s50_1	0	217
inv_1	3	2
## routing by layer
layer,vias to the layer above,global-route usage,share of wire
met3,9,0.0635,0.096
met4,0,0.0214,0.011
met5,-,0,0
met2,141,0.290,0.45
li1,1348,-,-
met1,1424,0.300,0.44
Power and IR drop assume default switching activity.
