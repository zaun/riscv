`./design.v`:
```
`timescale 1ns / 1ps
`default_nettype none
module tl_ul_output #(
    parameter int XLEN      = 32,
    parameter int SID_WIDTH = 2,
    parameter int OUTPUTS   = 8
) (
    input  wire                 clk,
    input  wire                 reset,
    output wire [OUTPUTS-1:0]   outputs,
    input  wire                 tl_a_valid,
    output reg                  tl_a_ready,
    input  wire [2:0]           tl_a_opcode,
    input  wire [2:0]           tl_a_param,      
    input  wire [2:0]           tl_a_size,
    input  wire [SID_WIDTH-1:0] tl_a_source,
    input  wire [XLEN-1:0]      tl_a_address,
    input  wire [XLEN/8-1:0]    tl_a_mask,
    input  wire [XLEN-1:0]      tl_a_data,
    output reg                  tl_d_valid,
    input  wire                 tl_d_ready,
    output reg [2:0]            tl_d_opcode,
    output reg [1:0]            tl_d_param,
    output reg [2:0]            tl_d_size,
    output reg [SID_WIDTH-1:0]  tl_d_source,
    output reg [XLEN-1:0]       tl_d_data,
    output reg                  tl_d_corrupt,
    output reg                  tl_d_denied
);
localparam [2:0] TL_ACCESS_ACK              = 3'b000;
localparam [2:0] TL_ACCESS_ACK_DATA         = 3'b010;
localparam [2:0] TL_ACCESS_ACK_DATA_CORRUPT = 3'b101;
localparam [2:0] TL_ACCESS_ACK_ERROR        = 3'b111;
localparam [2:0] PUT_FULL_DATA_OPCODE       = 3'b000;
localparam [2:0] GET_OPCODE                 = 3'b100;
reg [XLEN-1:0] register;
assign outputs = register[OUTPUTS-1:0];
typedef enum logic [1:0] {
    IDLE,
    PROCESS,
    RESPOND,
    RESPOND_WAIT
} mem_state_t;
mem_state_t state;
reg [XLEN-1:0]      req_address;
reg [2:0]           req_size;
reg                 req_read;
reg [SID_WIDTH-1:0] req_source;
reg [XLEN/8-1:0]    req_wstrb;
reg [XLEN-1:0]      req_wdata;
reg [XLEN-1:0]      resp_data;
reg [2:0]           resp_opcode;
reg [1:0]           resp_param;
reg [2:0]           resp_size;
reg [SID_WIDTH-1:0] resp_source;
reg                 resp_denied;
reg                 resp_corrupt;
function integer count_wstrb_bits;
    input [XLEN/8-1:0] wstrb;
    integer j;
    begin
        count_wstrb_bits = 0;
        for (j = 0; j < XLEN/8; j = j + 1) begin
            count_wstrb_bits = count_wstrb_bits + wstrb[j];
        end
    end
endfunction
always @(posedge clk or posedge reset) begin
    if (reset) begin
        state        <= IDLE;
        register     <= {XLEN{1'b0}};
        tl_a_ready   <= 1'b0;
        tl_d_valid   <= 1'b0;
        tl_d_opcode  <= 3'b000;
        tl_d_param   <= 2'b00;
        tl_d_size    <= 3'b000;
        tl_d_source  <= {SID_WIDTH{1'b0}};
        tl_d_data    <= {XLEN{1'b0}};
        tl_d_corrupt <= 1'b0;
        tl_d_denied  <= 1'b0;
        resp_denied  <= 1'b0;
        resp_corrupt <= 1'b0;
    end else begin
        tl_a_ready <= (state == IDLE);
        case (state)
            IDLE: begin
                if (tl_a_valid && tl_a_ready) begin
                    req_address  <= tl_a_address;
                    req_size     <= tl_a_size;
                    req_read     <= (tl_a_opcode == GET_OPCODE);
                    req_source   <= tl_a_source;
                    req_wstrb    <= tl_a_mask;
                    req_wdata    <= tl_a_data;
                    state <= PROCESS;
                end
            end
            PROCESS: begin
                resp_param   <= 2'b00;
                resp_source  <= req_source;
                resp_param  <= 2'b00;  
                if (req_read) begin
                    case (req_size)
                        3'b000: begin
                            resp_data <= {{(XLEN-8){1'b0}}, register[(req_address[1:0]) * 8 +: 8]};
                            resp_opcode <= TL_ACCESS_ACK_DATA;
                        end
                        3'b001: begin
                            resp_data <= {{(XLEN-16){1'b0}}, register[(req_address[1] * 16) +: 16]};
                            resp_opcode <= TL_ACCESS_ACK_DATA;
                        end
                        3'b010: begin
                            resp_data <= {{(XLEN-32){1'b0}}, register[(req_address[1:0] * 32) +: 32]};
                            resp_opcode <= TL_ACCESS_ACK_DATA;
                        end
                        3'b011: begin
                            if (XLEN >= 64) begin
                                resp_data <= {{(XLEN-64){1'b0}}, register[(req_address[2] * 64) +: 64]};
                                resp_opcode <= TL_ACCESS_ACK_DATA;
                            end else begin
                                resp_data <= {(XLEN){1'b0}};
                                resp_opcode <= TL_ACCESS_ACK_DATA;
                            end
                        end
                        3'b100: if (XLEN >= 128) begin
                            resp_data <= register[(req_address[3] * 128) +: 128];
                            resp_opcode <= TL_ACCESS_ACK_DATA;
                        end
                        default: begin
                            resp_data <= {(XLEN){1'b0}};
                            resp_opcode <= TL_ACCESS_ACK_DATA;
                        end
                    endcase
                end else begin
                    resp_opcode <= TL_ACCESS_ACK;
                    resp_data   <= {XLEN{1'b0}};
                    case (req_size)
                        3'b000: begin  
                            if (count_wstrb_bits(req_wstrb) == 1) begin
                                register[(req_address % 4) * 8 +: 8] <= req_wdata[7:0];
                            end else begin
                                resp_opcode <= TL_ACCESS_ACK_ERROR;
                                resp_denied <= 1'b1;
                                resp_param  <= 2'b10;  
                            end
                        end
                        3'b001: begin  
                            if (XLEN == 32) begin
                                if (count_wstrb_bits(req_wstrb) == 2 &&
                                    ((req_wstrb[0] && req_wstrb[1]) ||
                                    (req_wstrb[2] && req_wstrb[3])))
                                begin
                                    register[req_address[1] * 16 +: 16] <= req_wdata[15:0];
                                end else begin
                                    resp_opcode <= TL_ACCESS_ACK_ERROR;
                                    resp_denied <= 1'b1;
                                    resp_param  <= 2'b10;  
                                end
                            end else if (XLEN == 64) begin
                                if (count_wstrb_bits(req_wstrb) == 2 &&
                                    ((req_wstrb[0] && req_wstrb[1]) ||
                                    (req_wstrb[2] && req_wstrb[3]) ||
                                    (req_wstrb[4] && req_wstrb[5]) ||
                                    (req_wstrb[6] && req_wstrb[7])))
                                begin
                                    register[req_address[1] * 16 +: 16] <= req_wdata[15:0];
                                end else begin
                                    resp_opcode <= TL_ACCESS_ACK_ERROR;
                                    resp_denied <= 1'b1;
                                    resp_param  <= 2'b10;  
                                end
                            end
                        end
                        3'b010: begin  
                            if (XLEN == 32) begin
                                if (count_wstrb_bits(req_wstrb) == 4 &&
                                    ((req_wstrb[0] && req_wstrb[1] && req_wstrb[2] && req_wstrb[3])))
                                begin
                                    register[req_address[1:0] * 32 +: 32] <= req_wdata[31:0];
                                end else begin
                                    resp_opcode <= TL_ACCESS_ACK_ERROR;
                                    resp_denied <= 1'b1;
                                    resp_param  <= 2'b10;  
                                end
                            end else if (XLEN == 64) begin
                                if (count_wstrb_bits(req_wstrb) == 4 &&
                                    ((req_wstrb[0] && req_wstrb[1] && req_wstrb[2] && req_wstrb[3]) ||
                                    (req_wstrb[4] && req_wstrb[5] && req_wstrb[6] && req_wstrb[7])))
                                begin
                                    register[req_address[1:0] * 32 +: 32] <= req_wdata[31:0];
                                end else begin
                                    resp_opcode <= TL_ACCESS_ACK_ERROR;
                                    resp_denied <= 1'b1;
                                    resp_param  <= 2'b10;  
                                end
                            end
                        end
                        3'b011: if (XLEN >= 64) begin  
                            if (count_wstrb_bits(req_wstrb) == 8 &&
                                (req_wstrb[0] && req_wstrb[1] && req_wstrb[2] && req_wstrb[3] && req_wstrb[4] && req_wstrb[5] && req_wstrb[6] && tl_a_mask[7]))
                            begin
                                register[(req_address[2:0] % 4) * 64 +: 64] <= req_wdata[63:0];
                            end else begin
                                resp_opcode <= TL_ACCESS_ACK_ERROR;
                                resp_denied <= 1'b1;
                                resp_param  <= 2'b10;  
                            end
                        end
                        default: begin
                            resp_opcode <= TL_ACCESS_ACK_ERROR;
                            resp_denied <= 1'b1;
                            resp_param  <= 2'b10;  
                        end
                    endcase
                end
                state <= RESPOND;
            end
            RESPOND: begin
                tl_d_opcode  <= resp_opcode;
                tl_d_param   <= resp_param;
                tl_d_size    <= req_size;
                tl_d_source  <= resp_source;
                tl_d_data    <= resp_data;
                tl_d_corrupt <= resp_corrupt;
                tl_d_denied  <= resp_denied;
                tl_d_valid   <= 1'b1;
                state <= RESPOND_WAIT;
            end
            RESPOND_WAIT: begin
                if (tl_d_ready) begin
                    tl_d_opcode  <= 3'b000;
                    tl_d_param   <= 2'b00;
                    tl_d_size    <= 3'b000;
                    tl_d_source  <= {SID_WIDTH{1'b0}};
                    tl_d_data    <= {XLEN{1'b0}};
                    tl_d_corrupt <= 1'b0;
                    tl_d_denied  <= 1'b0;
                    resp_denied  <= 1'b0;
                    resp_corrupt <= 1'b0;
                    tl_d_valid   <= 1'b0;
                    state <= IDLE;
                end else begin
                    state <= RESPOND_WAIT;
                end
            end
            default: state <= IDLE;
        endcase
    end
end
endmodule
```
`./constraint.sdc`:
```
current_design tl_ul_output

set clk_period 9.7
set clk_io_pct 0.2

create_clock -name clk0 -period $clk_period [get_ports {clk}]

set non_clock_inputs [all_inputs -no_clocks]
set_input_delay [expr $clk_period * $clk_io_pct] -clock clk0 $non_clock_inputs
set_output_delay [expr $clk_period * $clk_io_pct] -clock clk0 [all_outputs]
```
`./config.mk`:
```
export PLATFORM = sky130hd
export DESIGN_NAME = tl_ul_output
export DESIGN_NICKNAME = tl_ul_output
export VERILOG_FILES = /design/flow/design.v
export SDC_FILE = /design/flow/constraint.sdc
export NUM_CORES = 4
export LEC_CHECK = 1
export CORE_UTILIZATION = 40
```
`./run.sh`:
```
#!/bin/bash
# OpenROAD 26Q1-2900-gdf79404cd8, Yosys 0.63+post, stock flow scripts
make -C /OpenROAD-flow-scripts/flow DESIGN_CONFIG=/design/flow/config.mk WORK_HOME=/design/flow/orfs finish
```
==> flow_summary.yaml <==
# flow metrics
setup_path:
  start_kind: "primary input"
  critical_path_arrival_ps: 3680
  worstPathCellList: "clkdlybuf4s50_1 > inv_2 > and2_2 > buf_4"
  regToRegSetupSlack_ps: 6400
  slowest_stage: "inv_2"
  critPathRequiredTime_ps: 9760
  crit_path_max_incr_delay_ps: 520
  path_max_fanout: 44
  crit_type: "primary input to flop"
  setup.worst_path.end_class: "flop"
floorplanning:
  die_y_um: 133.1
  rows: 47
  core-area_um2: 16700
  pin_count: 137
  core_util_floorplan_pct: 41.18
  die_area_um2: 17720
  die_w_um: 133.1
final_timing:
  clock.fmax_mhz: 276.1
  period_used_pct: 37.35
  post-route-min-period_ps: 3623
  relSlewSlack_pct: 36.20
  hold_viol: 0
  timing.hold.ws_ps: 424.0
  final.setup.tns_ps: 0
  finClkSkew_ps: 6.563
  report.final.slew_viol_count: 0
  setup_viol: 0
  rsz0062_at_grt: "false"
  tightest_slew_ps: 957.0
flow_run:
  maxCapViolations: 0
  warnings: 62
clock_tree:
  cts_buffers: 17
  clkSinkCount: 161
  clockRootBuffer: "clkbuf_16"
  insertion_delay_ps: 420
  post_cts_resize_count: 0
  clk_pin_slew_worst_paths_ps: 60
  htreeDepth: 4
  ctsHoldBuffers: 0
  clock_tree.buffer_depth: 2
  postCtsSetupRepairBufs: 0
  cts_tree: "done"
synthesis:
  top_area_cell: "edfxtp_1"
  syn_area_per_cell_um2: 13.41
  synthesis.area_um2: 6878
  yosys_area_um2: 6878
  yosys_warnings: 1
  synth_cell_types: 50
  syn_inst: 513
  ys_seq_share_pct: 64.49
  top_cells_by_area: "edfxtp_1, dfrtp_1, a22o_1, a22oi_1, a21oi_1"
  ys_cells: 513
  top_area_share_pct: 35.36
  ys.flops: 161
drt:
  postRouteWirelength_um: 14650
  drcViolationCount: 0
  drt_pass1_iterations: 5
  vias_per_cell: 5.342
  ant_nets: 0
  drt-initial-drc-count: 294
  antenna_cells: 0
  wl_per_cell_um: 17.37
  via_count: 4503
global_route:
  grt_overflow: 0
  grtUsageTotal_pct: 18.30
  grt_max_degree: 48
  antenna_found_initial: 0
  grt_pass1_wl_um: 24070
  first_global_vias: 4373
power_and_ir_drop:
  ir_drop_mv: 0.1626
  pwr_density_cell_nw_per_um2: 238.1
  p_leak_nw: 3.300
final_layout:
  area_delta_synth_final_pct: 25.58
  final_cell_mix: "clkdlybuf4s50_1, edfxtp_1, dfrtp_1"
  post-route-util_pct: 51.72
  drive_gt1_share_pct: 10.91
  fin_cells: 843
  final_common_cell: "clkdlybuf4s50_1"
placement:
  placed_cells: 811
  hpwlAfterDp_um: 9937
  place.gp.congestion: 0.8191
  port_buffers: 101
worst_hold_path:
  hp-class: "flop to flop"
status:
  status: "finished clean"
==> flip-flops by register name, indices dropped and copies added (netlist names), 3 cells and up <==
signal	count
tl_d_size	3
resp_data	32
req_wstrb	4
req_wdata	32
tl_d_data	32
state	4
req_size	3
register	32
==> routing by layer <==
layer	GRT usage [%]	part of all wire (%)	vias to the layer above
met5	0	0	-
met4	2.652	1.4	0
met3	4.040	5.9	13
met2	25.10	44	148
met1	32.82	48	2178
li1	-	-	2164
==> synth_stat cells (all sizes together) <==
cell type  count
o41a           1
dfrtp         79
nor4           3
a2111oi        1
mux2           8
or3b           2
and3           1
nor2          15
or2            1
edfxtp        81
nor2b         27
o21a           3
dfstp          1
o41ai          1
a21o           2
nor4b          3
a22o          73
fa             1
nor3           4
o221ai         2
nor3b          3
buf           20
mux2i          2
a211oi         1
or3            1
clkbuf        16
nand3b         1
o211ai         2
or4b           3
a2bb2oi        2
ha             7
a22oi         30
o21ai         28
inv            7
nand2         21
nand3          1
o221a          2
a21oi         34
nand4b         1
conb           1
and2          17
nand2b         3
o211a          1
==> cell families (layout without fill, tap and decap cells) <==
group | count (synthesis) | count (layout) | share of synthesized area [%]
AND-OR/OR-AND | 183 | 183 | 19.97
flip-flops | 161 | 161 | 64.49
AND/OR/NAND/NOR | 107 | 107 | 9.133
buffers and inverters | 43 | 152 | 3.184
multiplexers | 10 | 10 | 1.601
adder cells (fa/ha/maj) | 8 | 8 | 1.564
other | 1 | 2 | 0.05452
==> per-stage QoR <==
step	setup slack (ps)	power, mW	cell area [um^2]
2_1_floorplan	4418	1.194	6882
3_3_place_gp	5646	1.437	8073
3_5_place_dp	5592	1.445	8073
4_1_cts	6026	2.074	8637
5_1_grt	5885	2.162	8637
6_report	6077	2.057	8637
==> where the power goes <==
group / internal [mW] / switching, mW / total, mW
clock: 0.353 / 0.272 / 0.624
combinational: 0.306 / 0.148 / 0.454
sequential: 0.857 / 0.121 / 0.978
total: 1.52 / 0.541 / 2.06
==> layout make-up <==
class	instances	area, um^2
multi-input cells	310	2235
repair buffers	113	1101
well taps	220	275.3
fillers	1419	8064
clock inverters	13	100.1
inverters	7	26.28
flip-flops and latches	161	4436
clock buffers	19	464.2
==> path summary, 6_finish.rpt <==
check / cells past startpoint / end / start
worst max-delay path: 4 / req_wdata[17] / reset
worst min-delay path: 0 / resp_source[0] / req_source[0]
worst max register to register: 7 / register[16] / req_wstrb[0]
worst min register to register: 0 / resp_source[0] / req_source[0]
max in group asynchronous: 3 / register[14] / reset
min in group asynchronous: 2 / tl_d_size[1] / reset
==> critical path, delay by kind of cell <==
family                 cells  cell delay (ps)
buffers and inverters      3             1410
and+or+nand+nor            1              270
No activity file was given, so power comes from the tool's default toggle rates.
