==> design/flow/design.v <==
`timescale 1ns / 1ps
`default_nettype none
module p_output #(
    parameter int XLEN      = 32,
    parameter int OUTPUTS   = 8
) (
    input  wire                 clk,
    input  wire                 reset,
    output wire [OUTPUTS-1:0]   outputs,
    input  wire                 bus_valid,    
    input  wire                 bus_rw,       
    input  wire [XLEN-1:0]      bus_addr,     
    input  wire [XLEN-1:0]      bus_wdata,    
    input  wire [XLEN/8-1:0]    bus_wstrb,    
    input  wire [2:0]           bus_size,     
    output reg                  bus_ready,    
    output reg  [XLEN-1:0]      bus_rdata,    
    output reg                  bus_denied,   
    output reg                  bus_corrupt   
);
initial begin
    begin end;
end
reg [XLEN-1:0] register;
assign outputs = register[OUTPUTS-1:0];
typedef enum logic [1:0] {
    IDLE,
    PROCESS,
    RESPOND,
    RESPOND_WAIT
} mem_state_t;
mem_state_t state;
reg [XLEN-1:0]      req_address;
reg [2:0]           req_size;
reg                 req_read;
reg [XLEN/8-1:0]    req_wstrb;
reg [XLEN-1:0]      req_wdata;
reg [XLEN-1:0]      resp_data;
reg                 resp_denied;
reg                 resp_corrupt;
reg [$clog2(XLEN/8+1)-1:0] wstrb_count;
integer i;
always_comb begin
    wstrb_count = 0;
    for (i = 0; i < XLEN/8; i++) begin
        wstrb_count = wstrb_count + req_wstrb[i];
    end
end
always @(posedge clk or posedge reset) begin
    if (reset) begin
        state        <= IDLE;
        bus_ready    <= '0;
        resp_denied  <= 1'b0;
        resp_corrupt <= 1'b0;
    end else begin
        bus_ready <= '0;
        case (state)
            IDLE: begin
                if (bus_valid) begin
                    req_address  <= bus_addr;
                    req_read     <= bus_rw;
                    req_size     <= bus_size;
                    req_wstrb    <= bus_wstrb;
                    req_wdata    <= bus_wdata;
                    state <= PROCESS;
                end
            end
            PROCESS: begin
                if (req_read) begin
                    case (req_size)
                        3'b000: begin
                            resp_data <= {{(XLEN-8){1'b0}}, register[(req_address[1:0]) * 8 +: 8]};
                        end
                        3'b001: begin
                            resp_data <= {{(XLEN-16){1'b0}}, register[(req_address[1] * 16) +: 16]};
                        end
                        3'b010: begin
                            resp_data <= {{(XLEN-32){1'b0}}, register[(req_address[1:0] * 32) +: 32]};
                        end
                        3'b011: begin
                            if (XLEN >= 64) begin
                                resp_data <= {{(XLEN-64){1'b0}}, register[(req_address[2] * 64) +: 64]};
                            end else begin
                                resp_data <= {(XLEN){1'b0}};
                            end
                        end
                        3'b100: if (XLEN >= 128) begin
                            resp_data <= register[(req_address[3] * 128) +: 128];
                        end
                        default: begin
                            resp_data <= {(XLEN){1'b0}};
                        end
                    endcase
                end
                else begin
                    resp_data   <= {XLEN{1'b0}};
                    case (req_size)
                        3'b000: begin  
                            if (wstrb_count == 1) begin
                                register[(req_address % 4) * 8 +: 8] <= req_wdata[7:0];
                            end else begin
                                resp_denied <= 1'b1;
                            end
                        end
                        3'b001: begin  
                            if (XLEN == 32) begin
                                if (wstrb_count == 2 &&
                                    ((req_wstrb[0] && req_wstrb[1]) ||
                                    (req_wstrb[2] && req_wstrb[3])))
                                begin
                                    register[req_address[1] * 16 +: 16] <= req_wdata[15:0];
                                end else begin
                                    resp_denied <= 1'b1;
                                end
                            end else if (XLEN == 64) begin
                                if (wstrb_count == 2 &&
                                    ((req_wstrb[0] && req_wstrb[1]) ||
                                    (req_wstrb[2] && req_wstrb[3]) ||
                                    (req_wstrb[4] && req_wstrb[5]) ||
                                    (req_wstrb[6] && req_wstrb[7])))
                                begin
                                    register[req_address[1] * 16 +: 16] <= req_wdata[15:0];
                                end else begin
                                    resp_denied <= 1'b1;
                                end
                            end
                        end
                        3'b010: begin  
                            if (XLEN == 32) begin
                                if (wstrb_count == 4 &&
                                    ((req_wstrb[0] && req_wstrb[1] && req_wstrb[2] && req_wstrb[3])))
                                begin
                                    register[req_address[1:0] * 32 +: 32] <= req_wdata[31:0];
                                end else begin
                                    resp_denied <= 1'b1;
                                end
                            end else if (XLEN == 64) begin
                                if (wstrb_count == 4 &&
                                    ((req_wstrb[0] && req_wstrb[1] && req_wstrb[2] && req_wstrb[3]) ||
                                    (req_wstrb[4] && req_wstrb[5] && req_wstrb[6] && req_wstrb[7])))
                                begin
                                    register[req_address[1:0] * 32 +: 32] <= req_wdata[31:0];
                                end else begin
                                    resp_denied <= 1'b1;
                                end
                            end
                        end
                        3'b011: if (XLEN >= 64) begin  
                            if (wstrb_count == 8 &&
                                (req_wstrb[0] && req_wstrb[1] && req_wstrb[2] && req_wstrb[3] && req_wstrb[4] && req_wstrb[5] && req_wstrb[6] && bus_wstrb[7]))
                            begin
                                register[(req_address[2:0] % 4) * 64 +: 64] <= req_wdata[63:0];
                            end else begin
                                resp_denied <= 1'b1;
                            end
                        end
                        default: begin
                            resp_denied <= 1'b1;
                        end
                    endcase
                end
                state <= RESPOND;
            end
            RESPOND: begin
                bus_rdata   <= resp_data;
                bus_corrupt <= resp_corrupt;
                bus_denied  <= resp_denied;
                bus_ready   <= 1'b1;
                state       <= RESPOND_WAIT;
            end
            RESPOND_WAIT: begin
                if (~bus_valid) begin
                    bus_rdata    <= {XLEN{1'b0}};
                    bus_corrupt  <= 1'b0;
                    bus_denied   <= 1'b0;
                    resp_denied  <= 1'b0;
                    resp_corrupt <= 1'b0;
                    bus_ready    <= 1'b0;
                    state        <= IDLE;
                end else begin
                    state <= RESPOND_WAIT;
                end
            end
            default: state <= IDLE;
        endcase
    end
end
endmodule
==> design/flow/run.sh <==
#!/bin/bash
# OpenROAD 26Q1-2900-gdf79404cd8, Yosys 0.63+post, stock flow scripts
make -C /OpenROAD-flow-scripts/flow DESIGN_CONFIG=/design/flow/config.mk WORK_HOME=/design/flow/orfs finish
==> design/flow/constraint.sdc <==
current_design p_output

set clk_period 4.9
set clk_io_pct 0.2

create_clock -name clk0 -period $clk_period [get_ports {clk}]

set non_clock_inputs [all_inputs -no_clocks]
set_input_delay [expr $clk_period * $clk_io_pct] -clock clk0 $non_clock_inputs
set_output_delay [expr $clk_period * $clk_io_pct] -clock clk0 [all_outputs]
==> design/flow/config.mk <==
export PLATFORM = sky130hd
export DESIGN_NAME = p_output
export DESIGN_NICKNAME = p_output
export VERILOG_FILES = /design/flow/design.v
export SDC_FILE = /design/flow/constraint.sdc
export NUM_CORES = 4
export LEC_CHECK = 1
export CORE_UTILIZATION = 40
==> results.sh <==
# physical design summary
export IMPL_yosysSeqAreaShare_pct=67.97
export IMPL_place_congestion=0.7906
export IMPL_ys_area_um2=6364
export IMPL_dieWidth_um=128.1
export IMPL_hold_ws_ns=0.4224
export IMPL_drv_cap=0
export IMPL_fin_cells=741
export IMPL_warning_count=59
export IMPL_peakVddDrop_mv=0.2244
export IMPL_yosys_warnings=1
export IMPL_cts_clk_slew_worst_paths_ns=0.06
export IMPL_synth_area_leader_cell="edfxtp_1"
export IMPL_crit_top_cell="ha_1"
export IMPL_num_vias=3689
export IMPL_final_hold_violation_count=0
export IMPL_syn_cell_area_um2=6364
export IMPL_numCtsBuffers=17
export IMPL_reg2regPathDepth=8
export IMPL_drc_errors=0
export IMPL_top_cell_area_share_pct=65.59
export IMPL_syn_inst=437
export IMPL_grt_pass1_wl_um=18830
export IMPL_synth_distinct_cells=50
export IMPL_cp_slowest_cell="fa_1"
export IMPL_n_antenna_cell=0
export IMPL_post_cts_buffers=0
export IMPL_grt_start_max_net_pins=43
export IMPL_min_path_type="register to register"
export IMPL_grt_antenna_before_repair=0
export IMPL_startpoint_type="register"
export IMPL_initCoreUtil_pct=41.40
export IMPL_whs_path_depth=0
export IMPL_edf_count=139
export IMPL_overflow=0
export IMPL_first_pass_iters=4
export IMPL_crit_arrival_ns=3.31
export IMPL_area_delta_synth_final_pct=24.40
export IMPL_regArea_um2=4325
export IMPL_die_area_um2=16420
export IMPL_ys_async_sr_fraction_pct=4.138
export IMPL_drt_vias_per_instance=4.978
export IMPL_setup_viol=0
export IMPL_max_freq_mhz=308.6
export IMPL_status="completed"
export IMPL_synth_avg_cell_area_um2=14.56
export IMPL_fillers=1282
export IMPL_maxSlewHeadroom_pct=39.38
export IMPL_top_cell="edfxtp_1"
export IMPL_p_leak_nw=2.772
export IMPL_portBuffers=86
export IMPL_design_portCount=118
export IMPL_fin_worst_skew_ns=0.007918
export IMPL_fin_util_pct=51.50
export IMPL_wl_um=11560
export IMPL_ys_flop_type="edfxtp_1"
export IMPL_drt_iter0_drc=235
export IMPL_cts_resized=0
export IMPL_power_density_nw_per_um2=362.8
export IMPL_worstSetupPathType="register to register"
export IMPL_worst_pin_slew_ns=0.9070
export IMPL_setup_ws_ns=1.659
export IMPL_worstPathRequired_ns=4.96
export IMPL_clock_sinks=145
export IMPL_hpwl_um=8123
export IMPL_ys_cells=437
export IMPL_htree_levels=4
export IMPL_clockBufferDepth=2
export IMPL_grt_pass1_vias=3515
export IMPL_area_leaders="edfxtp_1 (66%), nor2b_1 (4.2%), a221o_1 (3.6%)"
export IMPL_wl_per_cell_um=15.60
export IMPL_min_period_ns=3.241
export IMPL_final_period_utilization_pct=66.13
export IMPL_final_layout_size_suffix_gt1_share_pct=10.57
export IMPL_place_inst=709
export IMPL_grt_total_usage_pct=15.91
export IMPL_cp_slowest_stage_delay_ns=0.49
export IMPL_layout_area_comb_um2=1831
export IMPL_place_ws_ns=1.658
export IMPL_rsz0062_at_grt="no"
export IMPL_path_max_fanout=32
export IMPL_path_cells="fa_1 > ha_1 > ha_1 > or4bb_1 > o32ai_1 > o21ai_0 > a21oi_2 > buf_4"
export IMPL_clock_latency_ns=0.42
export IMPL_cts_root_buf="clkbuf_16"
export IMPL_tns_ns=0
export IMPL_core_um2=15370
export IMPL_tritoncts="built"
export IMPL_synthTopCellsByCount="edfxtp_1 (139), nor2b_1 (43), and3_1 (26)"
export IMPL_final_max_slew_violation_count=0
export IMPL_postCtsHoldBufs=0
export IMPL_dieHeight_um=128.1
export IMPL_cp_end_kind="register"
export IMPL_drtAntennaViolNets=0
export IMPL_rows=45
export IMPL_ys_flops=145
## where the power goes
part	internal, mW	leakage [nW]	switching (mW)	total, mW
sequential	1.44	1.35	0.0528	1.50
combinational	0.116	1.17	0.0834	0.200
clock	0.693	0.255	0.483	1.18
## worst max-delay path, delay by kind of cell (launching register included)
kind / cells / cell delay, ns
AND-OR/OR-AND: 3 / 0.61
adder cells (fa/ha/maj): 3 / 0.99
buffers and inverters: 1 / 0.39
flip-flops: 1 / 0.42
AND/OR/NAND/NOR: 1 / 0.47
## worst paths after layout
kind                       slack (ns)         start          end
setup / recovery                 1.66  req_wstrb[0]  register[8]
hold / removal                   0.42      state[1]    bus_ready
setup reg to reg                 1.66  req_wstrb[0]  register[8]
hold reg to reg                  0.42      state[1]    bus_ready
max in group asynchronous        3.74         reset     state[0]
min in group asynchronous        0.89         reset    bus_ready
## placed cells by master, fill, tap and decap left out, types with 2 or more instances in the layout
master,count
a22o_1,19
nand2b_1,10
nor4b_2,2
edfxtp_1,139
nor2_1,14
nand3b_1,2
clkbuf_16,17
inv_6,2
mux2i_1,8
clkinv_2,2
a21oi_1,18
or4b_1,2
o21ai_0,6
ha_1,7
clkinv_4,2
clkinvlp_4,4
o22ai_1,2
clkdlybuf4s50_1,86
nand3_1,4
mux2_2,8
and2_1,4
buf_4,7
dfrtp_1,5
nand2_1,11
a221o_1,23
and3_1,26
nor3b_1,2
nor2b_1,43
o21a_1,7
clkinv_1,3
a22oi_1,7
nor3_1,2
inv_1,10
## routing by layer
metal,vias to the layer above,GRT usage (%),share of wire [%]
met5,-,0,0
met4,0,2.353,1.8
met3,15,4.124,5.8
met2,126,22.09,43
met1,1705,28.35,49
li1,1843,-,-
## stage by stage
step | total power [mW] | area (um^2)
after floorplan | 1.618 | 6364
after global placement | 1.721 | 7371
after detailed placement | 1.725 | 7371
after CTS | 2.900 | 7916
after global routing | 2.983 | 7916
final | 2.872 | 7916
## registers in the layout, indices dropped and copies added, names as in the netlist
name and count:
bus_ready 1, req_size 3, req_read 1, req_wdata 32, bus_denied 1, resp_denied 1
req_address 2, state 4, register 32, bus_rdata 32, resp_data 32, req_wstrb 4
## kinds of logic (layout without fill, tap and decap cells)
kind of cell             count (synthesis)  after routing  share of synthesized area, %
AND-OR/OR-AND                           95             95                         11.66
adder cells (fa/ha/maj)                  8              8                         1.691
buffers and inverters                   42            135                         3.382
flip-flops                             145            145                         67.97
multiplexers                            16             16                         2.674
other                                    1              1                       0.05893
AND/OR/NAND/NOR                        130            130                         12.56
## final cells by class
type | instances | share of cell area [%]
tap | 211 | 3.335
sequential | 145 | 54.64
clock buffer | 18 | 5.421
clock inverter | 14 | 1.470
inverter | 10 | 0.4742
multi-input combinational | 250 | 23.12
timing repair buffer | 93 | 11.54
Power is estimated from default activity; no workload was simulated.
